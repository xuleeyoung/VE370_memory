## /design/flow/run.sh

```bash
#!/bin/bash
# OpenROAD 26Q1-2900-gdf79404cd8, Yosys 0.63+post, stock flow scripts
make -C /OpenROAD-flow-scripts/flow DESIGN_CONFIG=/design/flow/config.mk WORK_HOME=/design/flow/orfs finish
```

## /design/flow/config.mk

```make
export PLATFORM = sky130hd
export DESIGN_NAME = CPU
export DESIGN_NICKNAME = CPU
export VERILOG_FILES = /design/flow/design.v
export SDC_FILE = /design/flow/constraint.sdc
export NUM_CORES = 4
export LEC_CHECK = 1
export CORE_AREA = 10 10 70 70
export DIE_AREA = 0 0 80 80
```

## /design/flow/constraint.sdc

```tcl
current_design CPU

set clk_period 1.8
set clk_io_pct 0.2

create_clock -name clk0 -period $clk_period [get_ports {clock}]

set non_clock_inputs [all_inputs -no_clocks]
set_input_delay [expr $clk_period * $clk_io_pct] -clock clk0 $non_clock_inputs
set_output_delay [expr $clk_period * $clk_io_pct] -clock clk0 [all_outputs]
```

## /design/flow/design.v

```verilog
`timescale 1ns / 1ps
module CPU (
    input  hit_miss,
    input  clock,
    output read_write,
    output [13:0] address,
    output [31:0] write_data
);
    parameter  request_total = 12;  
    reg [4:0]  request_num;
    reg        read_write_test[request_total-1:0];
    reg [13:0]  address_test[request_total-1:0];
    reg [31:0] write_data_test[request_total-1:0]; 
    initial begin
        #10 request_num = 0;
        read_write_test[0] = 0; address_test[0] = 14'b00000110101001; write_data_test[0] = 0;
        read_write_test[1] = 1; address_test[1] = 14'b00000110100001; write_data_test[1] = 32'h000000ac;
        read_write_test[2] = 1; address_test[2] = 14'b00000110101100; write_data_test[2] = 32'hffffffac;
        read_write_test[3] = 1; address_test[3] = 14'b00001111100100; write_data_test[3] = 32'hffffffac;
        read_write_test[4] = 0; address_test[4] = 14'b00000111001000; write_data_test[4] = 0;
        read_write_test[5] = 0; address_test[5] = 14'b00001010100101; write_data_test[5] = 0;
        read_write_test[6] = 0; address_test[6] = 14'b00000010100101; write_data_test[6] = 0;
        read_write_test[7] = 1; address_test[7] = 14'b00000110100101; write_data_test[7] = 32'haabbccdd;
        read_write_test[8] = 1; address_test[8] = 14'b00010010100100; write_data_test[8] = 32'haabbccdd;
        read_write_test[9] = 1; address_test[9] = 14'b00000010101111; write_data_test[9] = 32'haabbccaa;
        read_write_test[10] = 0; address_test[10] = 14'b00001111001000; write_data_test[10] = 0;
        read_write_test[11] = 0; address_test[11] = 14'b10000111001000; write_data_test[11] = 0;
    end
    always @(posedge clock) begin
        if (hit_miss == 1) request_num = request_num + 1;
        else request_num = request_num;
    end
    assign address      = address_test[request_num];
    assign read_write   = read_write_test[request_num];
    assign write_data   = write_data_test[request_num]; 
endmodule
```

==> notes.md <==
impl run done, here's what came out: max reg flops=4, Core Util at FP=20.7%, CP arrival=1.67 ns, Total GRT Usage=6.84%, largest net degree at the start of global routing=13, max cap viols=0, Tcrit/Tclk final=113%, post-synthesis sequential area ratio=17.0%, number of global-route vias before repair=745, FMAX=493 MHz, Mapped Cells=81, status=finished with violations, die area=6400 um^2, synthesized area=708 um^2, Final Hold Viols=0, type of origin of the critical path=flop, Final Worst Setup Slack=-0.229 ns, Cell area leaders=buf_4, edfxtp_1, ha_1, buf_6, mux2i_1, chip area in the Yosys report=708 um^2, TritonCTS buffer count=3, Hold/Removal Path Class=flop to flop, PwrDens=593 nW/um^2, worst-path fanout max=4, synth unique cells=25, unrepaired setup endpoints after global routing=true, Leak=0.807 nW, Cell Rows=21, area of placed instances=1110 um^2, root buffer cell=clkbuf_4, yosys cell count=81, vias post-DR=702, Clock Skews=0.00204 ns, Port Buffers=44, post-route cell area=1510 um^2, Tool Warnings=31, IO Pins=49, antenna violations before repair=0, drt initial violations=18, Antenna Cells=0, vias per cell=3.77, critical path type=flop to output port, Avg Inst Size Synth=8.74 um^2, Die Ht=80 um, most frequent logic cell in the layout=buf_6, fin util=44.3%, placement-stage worst setup slack=-0.210 ns, Syn-to-layout area delta=114%, WP data required=1.44 ns, total gr overflow=0, drt drc=0, cell taking the most area after synthesis=buf_4, Period minus WS final=2.03 ns, Worst Hold Slack=0.768 ns, Yosys reg bits=4, Placed Cells=159, CTS Hold Bufs=0, final wirelength=2380 um, CP endpoint kind=output port, clock buffer depth=2, clock tree sinks=4, depth of the CTS H-tree=1, Core Footprint=3420 um^2, CTS tree=built, GP Congestion=0.795, Ys Warns=1, WL per Instance=12.8 um, drt pass-1 iters=3, share of layout cells above drive strength 1=79.3%, clk latency late pin=0.23 ns, Die Width=80 um, fin. max-slew vios=0, commonest non-fill, non-tap cells in the layout=buf_6, buf_4, buf_2, ha_4, dlymetal6s2s_1, first-pass GRT wire length=3700 um, Max VDD drop=242 uV, post-route ant nets=0, setup_tns=-2.92 ns, Area leader share=32.9%, Post-Layout Cell Count=186, failing checks=setup timing, DP HPWL=1660 um, Worst-path clk slew=0.04 ns, fillers=301, Final Setup Violations=29, Pwr Total=0.897 mW
layer usage:
| metal | wire length [um] | GRT usage [%] |
|---|---|---|
| met4 | 0 | 0.704 |
| met2 | 1180 | 11.9 |
| met5 | 0 | 0 |
| met1 | 935 | 8.02 |
| met3 | 263 | 2.61 |
worst paths after layout:
check	depth (start not counted)	start	slack [ns]	endpoint
worst max-delay path	6	request_num[1]	-0.23	write_data[4]
worst min-delay path	2	request_num[2]	0.77	request_num[2]
worst max register to register	4	request_num[1]	0.47	request_num[2]
worst min register to register	2	request_num[2]	0.77	request_num[2]
power by group:
part	switching (mW)	internal [mW]	total (mW)
Combinational	0.218	0.445	0.663
Clock	0.0336	0.0744	0.108
Sequential	0.00963	0.117	0.127
layout make-up:
type | instances | area [um^2] | share of cell area (%)
Tap cell | 46 | 57.6 | 3.80
Clock buffer | 3 | 22.5 | 1.49
Sequential cell | 4 | 120 | 7.93
Inverter | 4 | 15.0 | 0.992
Timing Repair Buffer | 88 | 826 | 54.5
Multi-Input combinational cell | 41 | 473 | 31.2
cells in the mapped netlist:
library cell and number:
nor3_1 1, a2bb2oi_2 1, o21ai_0 1, and2_1 3, and2b_1 1, edfxtp_1 4, or2_4 1, xnor2_1 1
buf_4 31, conb_1 2, a21oi_1 3, a31oi_1 1, nor2_1 2, o31ai_2 1, mux2i_1 3, o31ai_1 3
buf_6 3, nor2b_1 2, nand2_1 2, ha_1 6, mux2_2 1, nand2b_1 2, nand3_1 1, inv_1 4
a22oi_2 1
critical path, cell delays in order, from the launching register on:
cell      delay, ns
edfxtp_1       0.43
buf_6          0.16
ha_4           0.18
buf_6          0.12
ha_4           0.14
mux2_4         0.30
buf_6          0.12
timing repair:
action | CTS | global route
setup endpoints to repair | 43 | 41
buffers inserted | 22 | 6
gates resized | 166 | 32
pin swaps | 13 | 11
gates cloned | 1 | 0
cell families after synthesis:
logic type / after synthesis / synth area share, %
buffers and inverters: 38 / 39.8
AND/OR/NAND/NOR: 15 / 12.0
AND-OR/OR-AND: 11 / 12.5
adder cells (fa/ha/maj): 6 / 10.6
multiplexers: 4 / 5.83
flip-flops: 4 / 17.0
other: 2 / 1.06
XOR/XNOR: 1 / 1.24
No activity file was given, so power comes from the tool's default toggle rates.
